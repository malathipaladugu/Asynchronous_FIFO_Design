<file path="design/flow/run.sh">
#!/bin/bash
# OpenROAD 26Q1-2900-gdf79404cd8, Yosys 0.63+post, stock flow scripts
make -C /OpenROAD-flow-scripts/flow DESIGN_CONFIG=/design/flow/config.mk WORK_HOME=/design/flow/orfs finish
</file>
<file path="design/flow/config.mk">
export PLATFORM = sky130hd
export DESIGN_NAME = asyncfifo
export DESIGN_NICKNAME = asyncfifo
export VERILOG_FILES = /design/flow/design.v
export SDC_FILE = /design/flow/constraint.sdc
export NUM_CORES = 4
export LEC_CHECK = 1
export CORE_UTILIZATION = 30
</file>
<file path="design/flow/constraint.sdc">
current_design asyncfifo

set clk_period 3.6
set clk_io_pct 0.2

create_clock -name clk0 -period $clk_period [get_ports {rclk}]
create_clock -name clk1 -period $clk_period [get_ports {wclk}]

set non_clock_inputs [all_inputs -no_clocks]
set_input_delay [expr $clk_period * $clk_io_pct] -clock clk0 $non_clock_inputs
set_output_delay [expr $clk_period * $clk_io_pct] -clock clk0 [all_outputs]
</file>
<file path="design/flow/design.v">
module asyncfifo #(parameter DSIZE = 8 ,
                   parameter ASIZE = 4 )
( input wclk,winc,wrst_n,
  input rclk,rinc,rrst_n,
  input [DSIZE-1:0] wdata,
  output [DSIZE-1:0] rdata,
  output rempty,wfull
);
wire [ASIZE-1:0] waddr,raddr;
wire [ASIZE:0] rptr,w_rptr,wptr,r_wptr;
fifomem #(DSIZE, ASIZE) dut1 (  .raddr(raddr), .waddr(waddr),
										  .wclk(wclk), .wen(winc), .wfull(wfull),
										  .wdata(wdata), .rdata(rdata)  
										);	
r2w_sync  #(ASIZE) dut2 ( .wclk(wclk), .wrst_n(wrst_n),
								  .rptr(rptr), .w_rptr(w_rptr)
								);
w2r_sync  #(ASIZE) dut3 ( .rclk(rclk), .rrst_n(rrst_n),
								  .wptr(wptr), .r_wptr(r_wptr)
								);
rptr_empty  #(ASIZE) dut4 (
							  .rclk(rclk), .rrst_n(rrst_n), .ren(rinc),
							  .rptr(rptr), .r_wptr(r_wptr),
							  .raddr(raddr), .rempty(rempty)
							);
wptr_full  #(ASIZE) dut5 (
							  .wclk(wclk), .wrst_n(wrst_n), .wen(winc),
							  .wptr(wptr), .w_rptr(w_rptr),
							  .waddr(waddr), .wfull(wfull)
							);
endmodule 
module fifomem #(parameter DSIZE = 8 ,
                 parameter ASIZE = 4 )
( input[ASIZE-1:0] raddr,waddr,
  input wclk,wen,wfull,
  input[DSIZE-1:0] wdata,
  output[DSIZE-1:0] rdata  
);	
localparam DEPTH = 1<<ASIZE;
reg[DSIZE-1:0] mem [0:DEPTH-1];
assign rdata = mem[raddr];   
always @(posedge wclk)
begin
	if(wen && !wfull) mem[waddr] <= wdata;
end
endmodule 		
module r2w_sync #(parameter ASIZE = 4)
(
  input wclk,wrst_n,
  input[ASIZE:0] rptr,
  output reg[ASIZE:0] w_rptr
);
reg[ASIZE:0] w_rptr1;
always @(posedge wclk or negedge wrst_n)
begin
	if(~wrst_n)
	 { w_rptr,w_rptr1} <= 0;
	else 
	 { w_rptr,w_rptr1} <= {w_rptr1,rptr};
	end 
endmodule 
module rptr_empty #(parameter ASIZE= 4)
(
  input rclk,rrst_n,ren,
  input[ASIZE:0] r_wptr,
  output[ASIZE-1 :0] raddr,
  output reg [ASIZE :0] rptr,
  output reg rempty
);
 reg [ASIZE:0] rbin;
 wire [ASIZE:0] rbinnext, rgraynext;
 wire rempty_val;
 always @(posedge rclk or negedge rrst_n)
 begin
	if(~rrst_n)
		{rbin,rptr} <=0;
	else begin
      rbin <= rbinnext;
	   rptr <= rgraynext; end 	
 end  
 assign rbinnext = rbin + (~rempty & ren);
 assign rgraynext = rbinnext>>1 ^ rbinnext; 
 assign raddr = rbin[ASIZE-1:0];
 assign rempty_val = (rgraynext == r_wptr);
 always @(posedge rclk or negedge rrst_n)
 begin
	 if (!rrst_n) rempty <= 1'b1;   
	 else rempty <= rempty_val;
 end 
endmodule 
module w2r_sync #(parameter ASIZE = 4)
(
  input rclk,rrst_n,
  input[ASIZE:0] wptr,
  output reg[ASIZE:0] r_wptr
);
reg[ASIZE:0] r_wptr1;
always @(posedge rclk or negedge rrst_n)
begin
	if(~rrst_n)
	 { r_wptr,r_wptr1} <= 0;
	else 
	 { r_wptr,r_wptr1} <= {r_wptr1,wptr};
	end 
endmodule
module wptr_full #(parameter ASIZE= 4)
(
  input wclk,wrst_n,wen,
  input[ASIZE:0] w_rptr,
  output[ASIZE-1 :0] waddr,
  output reg [ASIZE :0] wptr,
  output reg wfull
);
 reg [ASIZE:0] wbin;
 wire [ASIZE:0] wbinnext, wgraynext;
 wire wfull_val;
 always @(posedge wclk or negedge wrst_n)
 begin
	if(~wrst_n) begin
	   wbin <=0;
	   wptr <=0; end 
	else begin
      wbin <= wbinnext;
	   wptr <= wgraynext; end 
 end  
 assign wbinnext = wbin + (~wfull & wen);
 assign wgraynext = (wbinnext>>1) ^ wbinnext; 
 assign waddr = wbin[ASIZE-1:0];
 assign wfull_val = (wgraynext == {~w_rptr[ASIZE: ASIZE-1],w_rptr[ASIZE-2:0]});
 always @(posedge wclk or negedge wrst_n)
 begin
	 if (!wrst_n) wfull <= 1'b0;   
	 else wfull <= wfull_val;
 end 
endmodule 
</file>
==> README.md <==
| Group | Quantity | This run |
|---|---|---|
| run status | Status | complete, no violations |
| detailed routing | Ant diodes | 0 |
| detailed routing | Number of vias per cell | 4.643 |
| synthesis | Post-synthesis area per instance | 19.75 sq um |
| placement | Setup slack at placement | 610.7 ps |
| clocking | CTS-repair resized insts | 0 |
| setup path | Start-to-end type of the worst setup path | reg2out |
| synthesis | Chip Area, Yosys | 0.006361 sq mm |
| detailed routing | Detailed-route wire length | 11710 um |
| setup path | Flop2flop setup slack | 1280 ps |
| sta | Final Max Tran Viols | 0 |
| detailed routing | Antenna violation net count after detailed routing | 0 |
| grt | Antenna violations before repair | 0 |
| placement | PortBufs | 22 |
| placement | Post-Place Cells | 621 |
| clocking | Post-CTS setup-driven buffer insertion count | 0 |
| cells and area | Commonest cells after routing, fill and taps aside | sky130_fd_sc_hd__edfxtp_1 (128), sky130_fd_sc_hd__dfrtp_1 (38), sky130_fd_sc_hd__mux4_2 (32) |
| sta | Total Negative Setup Slacks | 0 ps |
| grt | Global-route wire length before repair | 18500 um |
| synthesis | Synthesized registers | 168 |
| setup path | Worst setup EP type | output port |
| synthesis | Sequential element share of the synthesized area | 76.18% |
| hold path | Number of cells on the worst hold path | 0 |
| floorplanning | Die Wd | 147.6 um |
| detailed routing | Number of design-rule violations left by the first detailed-router iteration | 106 |
| clocking | Clk slew on worst S/H paths | 60 ps |
| cells and area | Fin util | 37.45% |
| sta | Worst slew margin relative to its limit | 53.35% |
| sta | Setup slack after layout | 484.6 ps |
| power | Power Total | 6484 uW |
| power | Leakage power | 0.002657 uW |
| job | Tool Warnings | 26 |
| synthesis | Main area contributors | sky130_fd_sc_hd__edfxtp_1 (60%), sky130_fd_sc_hd__dfrtp_1 (15%), sky130_fd_sc_hd__mux4_2 (11%) |
| setup path | Critical path arrival | 2400 ps |
| floorplanning | Area inside the core boundary | 0.02049 sq mm |
| placement | Routability congestion estimate | 0.8157 |
| synthesis | Number of distinct library cells after synthesis | 28 |
| sta | Worst Clk Skew | 5.233 ps |
| floorplanning | Number of placed I/O pins | 24 |
| synthesis | Post-Syn Area | 0.006361 sq mm |
| floorplanning | Chip area | 0.02179 sq mm |
| grt | Largest net degree at the start of global routing | 36 |
| synthesis | Synthesized instance count | 322 |
| detailed routing | Overall via count from detail_route | 3046 |
| grt | Grt ovf | 0 |
| cells and area | Signed area change from the synthesized netlist to the final layout | 20.67% |
| sta | Final count of negative-setup-slack endpoints | 0 |
| sta | Transition at the pin with the smallest max-transition slack | 698.2 ps |
| setup path | Startpoint of the most critical setup path | dut4.rbin[0] |
| placement | Detailed placement HPWL | 7523 um |
| setup path | Launching point of the worst reg2reg path | dut4.rbin[0] |
| hold path | Hold path startpoint | dut4.rptr[3] |
| detailed routing | DRC errors left | 0 |
| power | Peak VDD IR | 0.5495 mV |
| synthesis | Number of standard cells reported by yosys | 322 |
| hold path | Worst min-delay path category | reg2reg |
| sta | Endpoints failing hold | 0 |
| sta | Unrepaired setup endpoints after global routing | false |
| setup path | Data required time at the worst endpoint | 2880 ps |
| floorplanning | Standard-cell rows | 52 |
| cells and area | Non-filler cells, final | 656 |
| grt | Tot GR Track Use | 12.08% |
| floorplanning | Starting utilization of the core area | 31.04% |
| synthesis | Area share of the leading cell type in the synthesized netlist | 60.42% |
| floorplanning | Height of the die | 147.6 um |
| setup path | Highest net fanout along the worst path | 12 |
| clocking | Number of clock sinks seen by CTS | 168 |
| setup path | Depth of the worst register-to-register path | 6 |
| detailed routing | Pre-antenna DRT Iters | 4 |
| setup path | CP startpoint kind | register |
| clocking | Count of hold-fix buffers inserted at cts | 0 |
| clocking | Clock tree from TritonCTS | done |
| synthesis | Number of warnings printed during yosys synthesis | 5 |
| job | Maximum Capacitance Violations | 0 |
| cells and area | Share of cells above drive strength 1 | 24.09% |
| detailed routing | WL per Instance | 17.85 um |
| power | Power per standard cell area | 844.7 mW/mm^2 |
| cells and area | Most frequently placed logic cell in the final layout | sky130_fd_sc_hd__edfxtp_1 |
| synthesis | Post-synth top area cell | sky130_fd_sc_hd__edfxtp_1 |
| grt | Vias in the first global route | 3396 |
## cells in the mapped netlist
cell type,instances
sky130_fd_sc_hd__xnor2_1,9
sky130_fd_sc_hd__xnor2_2,1
sky130_fd_sc_hd__and2b_1,1
sky130_fd_sc_hd__a221oi_2,1
sky130_fd_sc_hd__clkbuf_1,5
sky130_fd_sc_hd__inv_1,6
sky130_fd_sc_hd__a221oi_1,1
sky130_fd_sc_hd__nor2b_1,2
sky130_fd_sc_hd__xnor3_1,1
sky130_fd_sc_hd__nand2b_1,3
sky130_fd_sc_hd__a22oi_1,16
sky130_fd_sc_hd__and3_1,1
sky130_fd_sc_hd__dfstp_2,1
sky130_fd_sc_hd__nor3_1,4
sky130_fd_sc_hd__a21boi_0,1
sky130_fd_sc_hd__buf_1,1
sky130_fd_sc_hd__edfxtp_1,128
sky130_fd_sc_hd__nor2_1,15
sky130_fd_sc_hd__nand2_1,13
sky130_fd_sc_hd__xor3_1,1
sky130_fd_sc_hd__xor2_1,13
sky130_fd_sc_hd__buf_2,9
sky130_fd_sc_hd__nand3_1,8
sky130_fd_sc_hd__and2_1,1
sky130_fd_sc_hd__dfrtp_1,39
sky130_fd_sc_hd__or3_1,5
sky130_fd_sc_hd__ha_1,4
sky130_fd_sc_hd__mux4_2,32
## final cells by class
| class | count | area (sq um) |
|---|---|---|
| flip-flops and latches | 168 | 4847 |
| clock buffers | 21 | 514.2 |
| fillers | 1843 | 12820 |
| well taps | 270 | 337.8 |
| repair buffers | 44 | 410.4 |
| multi-input cells | 133 | 1425 |
| inverters | 6 | 22.52 |
| clock inverters | 14 | 118.9 |
## metal layers
layer  track usage, %  part of all wire [%]  wire length [um]  vias up
li1                 -                     -                 -     1360
met4            1.082                   1.0               119        0
met2            17.69                    47              5466      154
met1            15.65                    39              4620     1522
met3            8.724                    13              1506       10
met5                0                     0                 0        -
## power breakdown
| part | internal (uW) | leakage, uW | switching (uW) |
|---|---|---|---|
| clock | 1060 | 0.000301 | 776 |
| combinational | 996 | 0.000729 | 937 |
| sequential | 2490 | 0.00163 | 222 |
## kinds of logic after synthesis
kind of cell	count (synthesis)	synth area share, %
AOI/OAI and AO/OA	19	2.380
xor gates and xnor gates	25	4.013
adders and majority gates	4	0.7868
buffers and inverters	21	1.416
DFF	168	76.18
muxes	32	11.33
and+or+nand+nor	53	3.895
## worst paths after layout
kind / endpoint
min: dut2.w_rptr1[3]
max in group asynchronous: dut4.rempty
min in group clk0: dut3.r_wptr[3]
min reg2reg: dut2.w_rptr1[3]
max in group clk1: dut5.wfull
max reg2reg: dut4.rempty
max: rdata[3]
min in group asynchronous: dut5.wptr[1]
## worst max-delay path: stages (launching register included)
cell and delay [ps]:
sky130_fd_sc_hd__dfrtp_2 640, sky130_fd_sc_hd__buf_12 220, sky130_fd_sc_hd__mux4_2 510, sky130_fd_sc_hd__a22oi_1 280, sky130_fd_sc_hd__nand2_1 80, sky130_fd_sc_hd__clkdlybuf4s50_1 410
## metrics by stage
| stage | area (sq um) | hold slack, ps |
|---|---|---|
| 2_1_floorplan | 6361 | 331.2 |
| 3_3_place_gp | 7043 | 334.5 |
| 3_5_place_dp | 7043 | 334.7 |
| 4_1_cts | 7676 | 193.6 |
| 5_1_grt | 7676 | 202.2 |
| 6_report | 7676 | 201.5 |
## registers in the layout, indices dropped and copies added, names as in the netlist
signal	cells
dut1.mem	128
dut2.w_rptr	5
dut2.w_rptr1	5
dut3.r_wptr	5
dut3.r_wptr1	5
dut4.rbin	4
dut4.rempty	1
dut4.rptr	5
dut5.wbin	4
dut5.wfull	1
dut5.wptr	5
Power figures rest on the tool's default switching activity, not on a simulated workload.
